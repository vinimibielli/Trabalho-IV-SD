## /design/flow/design.v

```verilog
module top(
    input start, op, reset, clock,
    input [31:0] data_a, data_b,
    output busy, ready,
    output [31:0] data_o
);
reg [1:0] EA;
reg [23:0] mantissa_a, mantissa_b;
reg [22:0] mantissa_o;
reg [24:0] mantissa_soma;
reg [7:0] expoente_a, expoente_b, expoente_o;
wire[7:0] expoente_calculo;
reg [1:0] count;
reg sinal_o;
wire complemento;
reg erro;
reg [23:0] mantissa_a_inv, mantissa_b_inv;
wire [23:0] mantissa_b_inv_wire, mantissa_a_inv_wire;
wire [7:0] expoente_calculo_1;
always @(posedge clock or posedge reset)
begin
    if(reset == 1'b1)
    begin
        EA <= 2'd0;
    end
    else
    begin
        case(EA)
            2'd0 : begin
                if(start == 1'b1)
                begin
                    EA <= 2'd1;
                end
            end
            2'd1 : begin
                if(count == 2'd3)
                begin
                    EA <= 2'd2;
                end
            end
            2'd2 : begin
                if(ready == 1'b1)
                begin
                    EA <= 2'd0;
                end
            end
        endcase   
    end
end
always @(posedge clock)
begin
    if((EA == 2'd0 || EA == 2'd2 || start == 1'b1) && EA != 2'd1)
    begin
        count = 2'd0;
    end
    else
    begin
        count <= count + 1'd1;
    end
end
always @(posedge clock or posedge reset)
begin
    if(reset == 1'b1)
    begin
        mantissa_a <= 23'd0;
        mantissa_b <= 23'd0;
        mantissa_o <= 23'd0;
        expoente_a <= 8'd0;
        expoente_b <= 8'd0;
        expoente_o <= 8'd0;
    end
    else
    begin
        case(count)
        2'd0 : begin  
            mantissa_a <= data_a[22:0];
            mantissa_b <= data_b[22:0];
            expoente_a <= data_a[30:23] - 127;
            expoente_b <= data_b[30:23] - 127;
            if(expoente_a < 8'd127)
            begin
                mantissa_a[23] <= 1'b1;
            end
            else
            begin
                mantissa_a[23] <= 1'b1;
            end
            if(expoente_b < 8'd127)
            begin
                mantissa_b[23] <= 1'b1;
            end
            else
            begin
                mantissa_b[23] <= 1'b1;
            end
            if(complemento == 1'b1)
            begin   
                    if(expoente_a > expoente_b)
                    begin
                        sinal_o <= data_a[31];
                    end
                    else
                    begin
                        if(op == 1'b1)
                        begin
                        sinal_o <= ~data_b[31];
                        end
                        else
                        begin
                        sinal_o <= data_b[31];
                        end
                    end
            end
            else if(complemento == 1'b0)
            begin           
            sinal_o <= data_a[31];
            end
            mantissa_b_inv <= ~mantissa_b + 1'b1;
            mantissa_a_inv <= ~mantissa_a + 1'b1;
        end
        2'd1 : begin  
            if(expoente_a > expoente_b)
            begin
                mantissa_b <= mantissa_b >> expoente_calculo;
            end
            else
            begin
                mantissa_a <= mantissa_a >> expoente_calculo;
            end
            if(expoente_calculo > 8'd24)
                begin
                    erro <= 1'b0;
                end
                else
                begin
            if(complemento == 1'b0)
            begin
                if(expoente_a > expoente_b)
                begin
                    erro <= mantissa_b[expoente_calculo_1];
                end
                else
                begin
                    erro <= mantissa_a[expoente_calculo_1];
                end
            end
                end
                if(expoente_calculo > 8'd24)
                begin
                    erro <= 1'b0;
                end
                else
                begin
            if(complemento == 1'b1)
            begin
                if(expoente_a > expoente_b)
                begin
                    erro <= mantissa_b_inv[expoente_calculo_1];
                end
                else
                begin
                    erro <= mantissa_a_inv[expoente_calculo_1];
                end
            end
                end
        end
        2'd2 : begin  
              if(expoente_a > expoente_b)
            begin
                expoente_o <= data_a[30:23];
            end
            else
            begin
                expoente_o <= data_b[30:23];
            end  
            if(complemento == 1'b1)
                begin
                    if(expoente_a > expoente_b)
                    begin
                        mantissa_soma <= mantissa_a + mantissa_b_inv_wire;
                    end
                    else
                    begin
                        mantissa_soma <= mantissa_a_inv_wire + mantissa_b;
                    end
                    mantissa_soma[24] <= 1'b0;
                end
                else
                begin
                    mantissa_soma <= mantissa_a + mantissa_b;
                end 
        end
        2'd3 : begin  
            if(mantissa_soma[24] == 1'b1)
            begin
                expoente_o <= expoente_o + 1'd1;
                if(complemento == 1'b1)
                begin
                    mantissa_o <= mantissa_soma[23:1] - erro;
                end
                else
                begin
                    mantissa_o <= mantissa_soma[23:1] + erro;
                end
            end
            else
            begin
                if(complemento == 1'b1)
                begin
                    mantissa_o <= mantissa_soma[22:0] - erro;
                end
                else
                begin
                    mantissa_o <= mantissa_soma[22:0] + erro;
                end
            end
        end
        endcase
    end
end
assign data_o[31] = (EA == 2'd2) ? sinal_o : 1'b0;
assign data_o[30:23] = (EA == 2'd2) ? expoente_o : 8'd0;
assign data_o[22:0] = (EA == 2'd2) ? mantissa_o : 8'd0;
assign expoente_calculo = (expoente_a > expoente_b) ? (expoente_a - expoente_b) : (expoente_b > expoente_a) ? (expoente_b - expoente_a) : 8'd0;
assign busy = (EA == 2'd1) ? 1'b1 : 1'b0;
assign ready = (EA == 2'd2) ? 1'b1 : 1'b0;
assign complemento = ((op == 1'b1 && data_a[31] == data_b[31]) || (op == 1'b0 && data_a[31] != data_b[31])) ? 1'b1 : 1'b0;
assign mantissa_b_inv_wire = (mantissa_b_inv[expoente_calculo_1] == 1'b1 && expoente_calculo < 8'd24) ? ~mantissa_b + 1'b1 : ~mantissa_b;
assign mantissa_a_inv_wire = (mantissa_a_inv[expoente_calculo_1] == 1'b1 && expoente_calculo < 8'd24) ? ~mantissa_a + 1'b1 : ~mantissa_a;
assign expoente_calculo_1 = expoente_calculo - 8'd1;
endmodule
```

## /design/flow/run.sh

```bash
#!/bin/bash
# OpenROAD 26Q1-2900-gdf79404cd8, Yosys 0.63+post, stock flow scripts
make -C /OpenROAD-flow-scripts/flow DESIGN_CONFIG=/design/flow/config.mk WORK_HOME=/design/flow/orfs finish
```

## /design/flow/config.mk

```make
export PLATFORM = sky130hd
export DESIGN_NAME = top
export DESIGN_NICKNAME = top
export VERILOG_FILES = /design/flow/design.v
export SDC_FILE = /design/flow/constraint.sdc
export NUM_CORES = 4
export LEC_CHECK = 1
export CORE_UTILIZATION = 30
```

## /design/flow/constraint.sdc

```tcl
current_design top

set clk_period 16.5
set clk_io_pct 0.2

create_clock -name clk0 -period $clk_period [get_ports {clock}]

set non_clock_inputs [all_inputs -no_clocks]
set_input_delay [expr $clk_period * $clk_io_pct] -clock clk0 $non_clock_inputs
set_output_delay [expr $clk_period * $clk_io_pct] -clock clk0 [all_outputs]
```

==> results.json <==
{
  "slew_viol_final": 0,
  "cts_tree": "built",
  "viasPerCell": 5.50,
  "grt_overflow": 0,
  "cp.required_ps": 16680,
  "max_freq_mhz": 121,
  "core_area_um2": 54200,
  "ys_cells": 1979,
  "drive_gt1_share_pct": 7.80,
  "postCtsSetupBuffers": 0,
  "period_needed_ps": 8290,
  "comb_area_um2": 11200,
  "finalSetupViolCount": 0,
  "worst_setup_path_end_kind": "register",
  "final_hold_viol_count": 0,
  "fp_util_pct": 30.6,
  "worstSetupStartpointType": "register",
  "ys_ff": 175,
  "synthToLayoutAreaGrowth_pct": 14.3,
  "rows": 85,
  "nFillCells": 5501,
  "syn_area_per_cell_um2": 8.39,
  "yosysChipArea_um2": 16600,
  "top_area_share_pct": 14.6,
  "cts_sinks": 175,
  "yosysUniqueCellTypes": 81,
  "vias": 14974,
  "die.size.x_um": 237,
  "route.detailed.drc": 0,
  "status": "finished clean",
  "root_buffer": "clkbuf_16",
  "diodes": 0,
  "wl_per_cell_um": 19.5,
  "grt_pass1_vias": 14684,
  "netlist_instances": 1979,
  "warning_count": 38,
  "cp_max_fo": 10,
  "first_iter_violations": 1219,
  "async_flop_share_pct": 56.0,
  "h-tree-depth": 4,
  "mostFrequentLayoutCell": "nand2_1",
  "edf_count": 75,
  "final_cell_mix": "nand2_1, nor2_1, a21oi_1",
  "synth_seq_share_pct": 28.6,
  "rsz0062_at_grt": "false",
  "grt_max_degree": 51,
  "area_leaders": "dfrtp_1, edfxtp_1, ha_1",
  "relSlewSlack_pct": 35.1,
  "yosysWarnings": 1,
  "syn-cell-area_um2": 16600,
  "dp_hpwl_um": 39200,
  "wirelength_um": 53200,
  "worst_hold_path_type": "reg -> reg",
  "fin_setup_tns_ps": 0,
  "synth_area_leader_cell": "dfrtp_1",
  "tightest_slew_ps": 967,
  "grt_pass1_wl_um": 83300,
  "period_used_pct": 50.2,
  "cts_max_path_buffers": 2,
  "maxCapViolations": 0,
  "die_h_um": 237,
  "dieArea_um2": 56300,
  "place_congestion": 0.926,
  "clk_latency_ps": 460,
  "regArea_um2": 4750,
  "cts_buffers": 17,
  "cts.hold.buffers_added": 0,
  "ctsResizeCount": 0,
  "critPathKind": "reg -> reg",
  "io_buffers": 101,
  "ff_type": "dfrtp_1",
  "antenna_found_initial": 0,
  "arrival_ps": 8470,
  "io_pins": 102,
  "track_usage_pct": 19.5,
  "clock_skew_ps": 12.4,
  "drtPass1Iterations": 6,
  "ant_nets": 0,
  "clk_pin_slew_ps": 70
}
-- per-layer routing --
layer  share of wire (%)  vias up  GRT usage (%)
met5                   0        -          0.260
met4                 2.0        0           3.89
met3                 8.2       79           5.24
met2                  45      547           30.4
met1                  45     7120           27.6
li1                    -     7228              -
-- cells in the mapped netlist, types with 18 or more instances --
| cell | number |
|---|---|
| nor2b_1 | 24 |
| nor3_1 | 53 |
| clkbuf_1 | 85 |
| or3_1 | 18 |
| ha_1 | 119 |
| xor2_1 | 74 |
| o21ai_1 | 18 |
| edfxtp_1 | 75 |
| a311oi_1 | 23 |
| nor2_1 | 160 |
| mux2_2 | 43 |
| a21o_1 | 32 |
| and2_1 | 44 |
| inv_1 | 67 |
| a21oi_1 | 133 |
| buf_1 | 22 |
| xnor2_1 | 120 |
| o211ai_1 | 22 |
| buf_2 | 18 |
| dfrtp_1 | 97 |
| nand3_1 | 50 |
| mux2i_1 | 63 |
| nand2_1 | 221 |
| a211oi_1 | 58 |
| o21ai_0 | 107 |
-- worst paths after layout --
check | slack (ps) | depth (start not counted) | from | end
max | 8210 | 26 | expoente_a[5]$_DFFE_PP0P_ | mantissa_soma[21]$_DFFE_PP_
min in group asynchronous | 3510 | 2 | reset | mantissa_a[18]$_DFFE_PP0P_
min | 490 | 2 | mantissa_o[22]$_DFFE_PP0P_ | mantissa_o[22]$_DFFE_PP0P_
max reg2reg | 8210 | 26 | expoente_a[5]$_DFFE_PP0P_ | mantissa_soma[21]$_DFFE_PP_
min reg2reg | 490 | 2 | mantissa_o[22]$_DFFE_PP0P_ | mantissa_o[22]$_DFFE_PP0P_
max in group asynchronous | 11830 | 3 | reset | mantissa_o[0]$_DFFE_PP0P_
-- worst max-delay path: stages (launching register included) --
cell	delay (ps)
dfrtp_1	380
inv_1	50
ha_1	390
a211o_1	330
a21oi_1	300
nand2_1	310
or4_1	600
o211a_1	350
nor2_2	470
mux2i_1	310
o32ai_1	410
and2_1	610
nand2_1	140
xor2_1	160
ha_1	330
a21oi_1	110
nor2b_1	170
o21ai_0	160
o311ai_0	780
o41ai_1	130
buf_4	190
o31ai_1	490
o41a_1	250
xnor2_1	130
nor2_1	50
a211oi_1	300
a21oi_1	80
-- cell families after synthesis --
group	count (synthesis)	share of synthesized area (%)
AND-OR/OR-AND	528	20.8
AND/OR/NAND/NOR	652	18.6
XOR/XNOR	195	10.3
buffers and inverters	193	4.54
flip-flops	175	28.6
adder cells (fa/ha/maj)	125	9.69
multiplexers	111	7.39
-- metrics by stage --
step | instance area, um^2 | instances | hold slack [ps] | setup WS, ps | util, %
after floorplan | 16600 | 1979 | 435 | 9300 | -
after global placement | 18400 | 2690 | 478 | 7900 | 33.9
after detailed placement | 18400 | 2690 | 482 | 7880 | 33.9
after CTS | 19000 | 2722 | 501 | 8310 | 35.0
after global routing | 19000 | 2722 | 517 | 7710 | 35.0
final | 19000 | 2722 | 494 | 8210 | 35.0
-- final cells by class --
cell class / instances / share of cell area, %
Sequential cell: 175 / 25.0
Timing Repair Buffer: 141 / 6.91
Clock buffer: 20 / 2.46
Multi-Input combinational cell: 1611 / 59.1
Tap cell: 696 / 4.59
Clock inverter: 12 / 0.580
Inverter: 67 / 1.34
-- flip-flops by register name (all words and copies together) (netlist names) --
name            flops
mantissa_b_inv     24
mantissa_b         24
count               2
mantissa_o         23
expoente_o          8
mantissa_a         24
sinal_o             1
EA                  3
mantissa_a_inv     24
erro                1
mantissa_soma      25
expoente_b          8
expoente_a          8
